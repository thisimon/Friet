[flow/config.mk]
export PLATFORM = sky130hd
export DESIGN_NAME = friet_permutation_n_rounds_with_communication
export DESIGN_NICKNAME = friet_permutation_n_rounds_with_communication
export VERILOG_FILES = /design/flow/design.v
export SDC_FILE = /design/flow/constraint.sdc
export NUM_CORES = 4
export LEC_CHECK = 1
export CORE_UTILIZATION = 40
[flow/constraint.sdc]
current_design friet_permutation_n_rounds_with_communication

set clk_period 46.4
set clk_io_pct 0.2

create_clock -name clk0 -period $clk_period [get_ports {clk}]

set non_clock_inputs [all_inputs -no_clocks]
set_input_delay [expr $clk_period * $clk_io_pct] -clock clk0 $non_clock_inputs
set_output_delay [expr $clk_period * $clk_io_pct] -clock clk0 [all_outputs]
[flow/design.v]
module friet_permutation_n_rounds_no_communication(clk, aresetn, start_enable, state_buffer_in_enabled, state_buffer_in, state_buffer_out_enabled, state_buffer, core_free, core_finish);
parameter BUFFER_LENGTH = 32;
parameter COMBINATIONAL_ROUNDS = 1;
input clk;
input aresetn;
input start_enable;
input state_buffer_in_enabled;
input [(BUFFER_LENGTH - 1):0] state_buffer_in;
input state_buffer_out_enabled;
output [383:0] state_buffer;
output core_free;
output core_finish;
wire [127:0] permutation_a [(COMBINATIONAL_ROUNDS - 1) : 0];
wire [127:0] permutation_b [(COMBINATIONAL_ROUNDS - 1) : 0];
wire [127:0] permutation_c [(COMBINATIONAL_ROUNDS - 1) : 0];
wire [127:0] permutation_new_a [(COMBINATIONAL_ROUNDS - 1) : 0];
wire [127:0] permutation_new_b [(COMBINATIONAL_ROUNDS - 1) : 0];
wire [127:0] permutation_new_c [(COMBINATIONAL_ROUNDS - 1) : 0];
wire [4:0]  permutation_rc [(COMBINATIONAL_ROUNDS - 1) : 0];
wire [4:0]  permutation_new_rc [(COMBINATIONAL_ROUNDS - 1) : 0];
reg is_last_rc;
localparam [4:0] master_round_constant = 5'b01111;
localparam [4:0] last_round_constant_23 = 5'b11001;
localparam [4:0] last_round_constant_22 = 5'b01100;
localparam [4:0] last_round_constant_21 = 5'b10110;
localparam [4:0] last_round_constant_20 = 5'b01011;
localparam [4:0] last_round_constant_18 = 5'b01010;
localparam [4:0] last_round_constant_16 = 5'b01110;
localparam [4:0] last_round_constant_12 = 5'b00001;
localparam [4:0] last_round_constant_0 = 5'b01111;
reg internal_core_free;
reg internal_finish;
reg [383:0] input_output_buffer;
reg [4:0] round_constant_buffer;
assign permutation_a[0]  = input_output_buffer[127:0];
assign permutation_b[0]  = input_output_buffer[255:128];
assign permutation_c[0]  = input_output_buffer[383:256];
assign permutation_rc[0] = round_constant_buffer;
generate
    genvar gen_j;
    for (gen_j = 0; gen_j < COMBINATIONAL_ROUNDS; gen_j = gen_j + 1) begin: all_combinational_rounds
        friet_permutation_round  permutation_gen_j(
            .a(permutation_a[gen_j]), 
            .b(permutation_b[gen_j]), 
            .c(permutation_c[gen_j]), 
            .rc(permutation_rc[gen_j]), 
            .new_a(permutation_new_a[gen_j]),
            .new_b(permutation_new_b[gen_j]),
            .new_c(permutation_new_c[gen_j])
            );
        friet_permutation_rc rc_gen_j(
            .rc(permutation_rc[gen_j]),
            .new_rc(permutation_new_rc[gen_j])
        );
        if(gen_j > 0) begin: all_combinational_rounds_next_iteration
            assign permutation_a[gen_j]  = permutation_new_a[gen_j-1];
            assign permutation_b[gen_j]  = permutation_new_b[gen_j-1];
            assign permutation_c[gen_j]  = permutation_new_c[gen_j-1];
            assign permutation_rc[gen_j] = permutation_new_rc[gen_j-1];
        end
    end
endgenerate
always @(posedge clk) begin
    if(internal_core_free == 1'b0) begin
        input_output_buffer <= {permutation_new_c[COMBINATIONAL_ROUNDS - 1], permutation_new_b[COMBINATIONAL_ROUNDS - 1], permutation_new_a[COMBINATIONAL_ROUNDS - 1]};
    end else if(state_buffer_in_enabled == 1'b1) begin
        input_output_buffer <= {state_buffer_in, input_output_buffer[383:BUFFER_LENGTH]};
    end else if(state_buffer_out_enabled == 1'b1) begin
        input_output_buffer <= {input_output_buffer[(BUFFER_LENGTH-1):0], input_output_buffer[383:BUFFER_LENGTH]};
    end
end
always @(posedge clk or negedge aresetn) begin
    if (!aresetn) begin
        internal_core_free <= 1'b1;
        internal_finish <= 1'b0;
        round_constant_buffer <= master_round_constant;
    end else begin
        if(internal_core_free == 1'b1) begin
            internal_finish <= 1'b0;
            if(start_enable == 1'b1) begin
                internal_core_free <= 1'b0;
                round_constant_buffer <= master_round_constant;
            end
        end else if(is_last_rc == 1'b1) begin
            internal_core_free <= 1'b1;
            internal_finish <= 1'b1;
        end else begin
            round_constant_buffer <= permutation_new_rc[COMBINATIONAL_ROUNDS - 1];
        end
    end
end
generate
    if(COMBINATIONAL_ROUNDS == 1) begin: last_round_for_1_round
        always @(*) begin
            if(round_constant_buffer == last_round_constant_23) begin
                is_last_rc = 1'b1;
            end else begin
                is_last_rc = 1'b0;
            end
        end
    end else if(COMBINATIONAL_ROUNDS == 2) begin: last_round_for_2_rounds
        always @(*) begin
            if(round_constant_buffer == last_round_constant_22) begin
                is_last_rc = 1'b1;
            end else begin
                is_last_rc = 1'b0;
            end
        end
    end else if(COMBINATIONAL_ROUNDS == 3) begin: last_round_for_3_rounds
        always @(*) begin
            if(permutation_rc[0] == last_round_constant_21) begin
                is_last_rc = 1'b1;
            end else begin
                is_last_rc = 1'b0;
            end
        end
    end else if(COMBINATIONAL_ROUNDS == 4) begin: last_round_for_4_rounds
        always @(*) begin
            if(permutation_rc[0] == last_round_constant_20) begin
                is_last_rc = 1'b1;
            end else begin
                is_last_rc = 1'b0;
            end
        end
    end else if(COMBINATIONAL_ROUNDS == 6) begin: last_round_for_6_rounds
        always @(*) begin
            if(permutation_rc[0] == last_round_constant_18) begin
                is_last_rc = 1'b1;
            end else begin
                is_last_rc = 1'b0;
            end
        end
    end else if(COMBINATIONAL_ROUNDS == 8) begin: last_round_for_8_rounds
        always @(*) begin
            if(permutation_rc[0] == last_round_constant_16) begin
                is_last_rc = 1'b1;
            end else begin
                is_last_rc = 1'b0;
            end
        end
    end else if(COMBINATIONAL_ROUNDS == 12) begin: last_round_for_12_rounds
        always @(*) begin
            if(permutation_rc[0] == last_round_constant_12) begin
                is_last_rc = 1'b1;
            end else begin
                is_last_rc = 1'b0;
            end
        end
    end else if(COMBINATIONAL_ROUNDS == 24) begin: last_round_for_24_rounds
        always @(*) begin
            if(permutation_rc[0] == last_round_constant_0) begin
                is_last_rc = 1'b1;
            end else begin
                is_last_rc = 1'b0;
            end
        end
    end
endgenerate
assign state_buffer = input_output_buffer;
assign core_free    = internal_core_free;
assign core_finish  = internal_finish;
endmodule
module friet_permutation_n_rounds_with_communication(clk, arstn, start, data_in_valid, data_out_ready, data_in, data_out, data_out_valid, data_in_ready, finish, core_free);
parameter BUFFER_LENGTH = 8;
parameter COMBINATIONAL_ROUNDS = 1;
input clk;
input arstn;
input start;
input data_in_valid;
input data_out_ready;
input [(BUFFER_LENGTH-1):0] data_in;
output [(BUFFER_LENGTH-1):0] data_out;
output data_out_valid;
output data_in_ready;
output finish;
output core_free;
wire permutation_start_enable;
wire permutation_state_buffer_in_enabled;
wire [(BUFFER_LENGTH-1):0] permutation_state_buffer_in;
wire permutation_state_buffer_out_enabled;
wire [383:0] permutation_state_buffer;
wire permutation_core_free;
wire permutation_core_finish;
reg internal_data_in_ready;
reg internal_data_out_valid;
assign permutation_start_enable = start;
assign permutation_state_buffer_in_enabled = data_in_valid;
assign permutation_state_buffer_in = data_in;
assign permutation_state_buffer_out_enabled = data_out_ready & internal_data_out_valid;
friet_permutation_n_rounds_no_communication
#(.BUFFER_LENGTH(BUFFER_LENGTH),
.COMBINATIONAL_ROUNDS(COMBINATIONAL_ROUNDS))
permutation(
    .clk(clk),
    .aresetn(arstn),
    .start_enable(permutation_start_enable),
    .state_buffer_in_enabled(permutation_state_buffer_in_enabled),
    .state_buffer_in(permutation_state_buffer_in),
    .state_buffer_out_enabled(permutation_state_buffer_out_enabled),
    .state_buffer(permutation_state_buffer),
    .core_free(permutation_core_free),
    .core_finish(permutation_core_finish)
);
always @(posedge clk or negedge arstn) begin
    if (!arstn) begin
        internal_data_out_valid <= 1'b0;
    end else begin
        if(permutation_core_free == 1'b0) begin
            internal_data_out_valid <= 1'b0;
        end else begin
            if(data_out_ready == 1'b1) begin
                internal_data_out_valid <= 1'b1;
            end else begin
                internal_data_out_valid <= 1'b0;
            end
        end
    end
end
always @(posedge clk or negedge arstn) begin
    if (!arstn) begin
        internal_data_in_ready <= 1'b1;
    end else begin
        if(permutation_core_free == 1'b0) begin
            internal_data_in_ready <= 1'b0;
        end else begin
            if(permutation_core_finish == 1'b1) begin
                internal_data_in_ready <= 1'b1;
            end
        end
    end
end
assign data_out = permutation_state_buffer[(BUFFER_LENGTH-1):0];
assign data_out_valid = internal_data_out_valid;
assign data_in_ready = internal_data_in_ready;
assign finish = permutation_core_finish;
assign core_free = permutation_core_free;
endmodule
module friet_permutation_rc(rc, new_rc);
input [4:0] rc;
output [4:0] new_rc;
assign new_rc[0] = rc[0] ^ rc[3];
assign new_rc[1] = rc[0];
assign new_rc[2] = rc[1];
assign new_rc[3] = rc[2];
assign new_rc[4] = ~rc[4];
endmodule
module friet_permutation_round (a, b, c, rc, new_a, new_b, new_c);
input [127:0] a;
input [127:0] b;
input [127:0] c;
input [4:0] rc;
output [127:0] new_a;
output [127:0] new_b;
output [127:0] new_c;
wire [127:0] temp_a;
wire [127:0] temp_b;
wire [127:0] temp_c;
wire [127:0] temp_t;
wire [127:0] temp_first_mix;
wire [127:0] temp_new_a;
wire [127:0] temp_new_b;
wire [127:0] temp_new_c;
assign temp_a = a;
assign temp_b = b;
assign temp_c[0]  = c[0]  ^ (rc[0] & (~rc[4]));
assign temp_c[4]  = c[4]  ^ (rc[1] & (~rc[4]));
assign temp_c[8]  = c[8]  ^ (rc[2] & (~rc[4]));
assign temp_c[12] = c[12] ^ (rc[3] & (~rc[4]));
assign temp_c[16] = c[16] ^ (rc[0] & rc[4]);
assign temp_c[20] = c[20] ^ (rc[1] & rc[4]);
assign temp_c[24] = c[24] ^ (rc[2] & rc[4]);
assign temp_c[28] = c[28] ^ (rc[3] & rc[4]);
assign temp_c[3:1]    = c[3:1];
assign temp_c[7:5]    = c[7:5];
assign temp_c[11:9]   = c[11:9];
assign temp_c[15:13]  = c[15:13];
assign temp_c[19:17]  = c[19:17];
assign temp_c[23:21]  = c[23:21];
assign temp_c[27:25]  = c[27:25];
assign temp_c[127:29] = c[127:29];
assign temp_t = temp_a ^ temp_b ^ temp_c;
assign temp_first_mix[0]     = temp_a[127]   ^ temp_c[0];
assign temp_first_mix[127:1] = temp_a[126:0] ^ temp_c[127:1];
assign temp_new_c[79:0]   = temp_first_mix[127:48] ^ temp_a[79:0];
assign temp_new_c[127:80] = temp_first_mix[47:0]   ^ temp_a[127:80];
assign temp_new_b = temp_new_c ^ temp_first_mix ^ temp_t;
assign temp_new_a[35:0]   = (temp_new_c[96:61]  & temp_new_b[127:92]) ^ temp_t[35:0];
assign temp_new_a[66:36]  = (temp_new_c[127:97] & temp_new_b[30:0])   ^ temp_t[66:36];
assign temp_new_a[127:67] = (temp_new_c[60:0]   & temp_new_b[91:31])  ^ temp_t[127:67];
assign new_a = temp_new_a;
assign new_b = temp_new_b;
assign new_c = temp_new_c;
endmodule
[flow/run.sh]
#!/bin/bash
# OpenROAD 26Q1-2900-gdf79404cd8, Yosys 0.63+post, stock flow scripts
make -C /OpenROAD-flow-scripts/flow DESIGN_CONFIG=/design/flow/config.mk WORK_HOME=/design/flow/orfs finish
==> impl_metrics.json <==
{
  "outcome": "complete, no violations",
  "finish.instance_area_sq_um": 28000,
  "crit_required_ps": 46630,
  "top_layer_used": "met5",
  "wl_met3_um": 9650,
  "met2_length_um": 39300,
  "rows": 93,
  "rsz0062_at_grt": "no",
  "cap_violations": 0,
  "critical_path.cell_chain": "clkdlybuf4s50_1 -> buf_4 -> a211o_4 -> buf_12 -> buf_4 -> buf_4 -> buf_4",
  "period_used_pct": 28.3,
  "grt_usage_pct": 27.4,
  "setup_tns_ps": 0,
  "slew_headroom_pct": 38.7,
  "warning_count": 28,
  "core_area_sq_um": 64700,
  "syn_avg_cell_area_sq_um": 11.9,
  "drtIter0Drc": 1176,
  "die_h_um": 258,
  "cp_slowest_stage_delay_ps": 750,
  "design.die.area_sq_um": 66800,
  "cts_sinks": 393,
  "cp.arrival_ps": 13360,
  "yosysSeqAreaShare_pct": 44.7,
  "common_cells": "xnor2_1, edfxtp_1, xor2_1, mux2_2, nand2_1",
  "fp_util_pct": 40.6,
  "cts-root-buf": "clkbuf_16",
  "cts_hold_buf": 0,
  "synth_stat.cells": 2213,
  "postCtsSetupBuffers": 0,
  "hold_viol_final": 0,
  "cts_tree": "done",
  "cp_slowest_cell": "buf_4",
  "ioPinCount": 25,
  "edf_count": 384,
  "finalSetupViolations": 0,
  "port_buffers": 24,
  "critPathTopFamily": "buffers and inverters",
  "cp-start-kind": "primary input",
  "drc": 0,
  "criticalPathCategory": "primary input to register",
  "whs_ps": 502,
  "min_period_ps": 13130,
  "drtPass1Iterations": 5,
  "first_global_vias": 16200,
  "fin_skew_ps": 23.5,
  "netlist.top_cell.by_area": "edfxtp_1",
  "maxSlewViolCount": 0,
  "ctsResizeCount": 0,
  "grt_max_degree": 124,
  "antenna_found_initial": 2,
  "cts_buffers": 48,
  "ys_top_cells_by_area": "edfxtp_1, xnor2_1, mux2_2",
  "top_cell": "xnor2_1",
  "syn_to_final_growth_pct": 6.48,
  "routed_via_density": 5.25,
  "layout-drive-gt1-share_pct": 15.6,
  "synth_area_sq_um": 26300,
  "met1_length_um": 33200,
  "antenna_left": 0,
  "tightest_slew_ps": 912,
  "ys_types": 34,
  "clkTransAtPathRegs_ps": 60,
  "ff_type": "edfxtp_1",
  "place_area_sq_um": 26500,
  "num_vias": 15700,
  "htreeDepth": 2,
  "wirelength_um": 85700,
  "timing.fmax_ghz": 0.0762,
  "wl_per_cell_um": 28.6,
  "netlist_instances": 2213,
  "clk_latency_ps": 600,
  "critPathBufInv": 6,
  "top_cell_area_share_pct": 43.9,
  "critical_path.most_common_cell": "buf_4",
  "ys.flops": 393,
  "grt_pass1_wl_um": 121000,
  "endpoint_kind": "register",
  "clockBufferDepth": 3,
  "gr-total-overflow": 0,
  "ys_async_sr_fraction_pct": 2.29,
  "yosys_warnings": 2,
  "dieWidth_um": 258,
  "hpwlAfterDp_um": 65900,
  "ys_area_sq_um": 26300,
  "crit_path_max_fanout": 123,
  "worstHoldPathType": "register to register",
  "gp_congestion": 0.967
}
==> final timing paths <==
kind                       slack, ps  cells past startpoint                              endpoint                      startpoint
min                              500                      2                internal_data_in_ready          internal_data_in_ready
min reg2reg                      500                      2                internal_data_in_ready          internal_data_in_ready
min in group asynchronous       8970                      1  permutation.round_constant_buffer[4]                           arstn
max in group asynchronous      37120                      1                internal_data_in_ready                           arstn
max                            33270                      7  permutation.input_output_buffer[197]                   data_in_valid
max reg2reg                    41580                      6  permutation.input_output_buffer[197]  permutation.internal_core_free
==> placed cells by master, fill, tap and decap left out, types with 4 or more instances in the layout <==
cell type and instances:
a21o_1 5, a21oi_1 14, and2_1 5, buf_4 16
clkbuf_1 19, clkbuf_16 51, clkbuf_8 4, clkdlybuf4s50_1 24
clkinv_1 5, dfstp_2 5, edfxtp_1 384, mux2_2 238
mux2i_1 14, nand2_1 159, nand3_1 4, nor2_1 29
nor2b_1 104, nor2b_4 4, o21ai_0 127, o221a_2 5
xnor2_1 623, xnor3_1 16, xor2_1 256
==> cells by family (layout without fill, tap and decap cells) <==
kind of cell	after synthesis	in the layout	share of synthesized area [%]
AND-OR/OR-AND	157	157	3.22
XOR/XNOR	899	899	31.0
buffers and inverters	201	126	4.66
flip-flops	393	393	44.7
multiplexers	252	252	10.7
other	0	2	0
AND/OR/NAND/NOR	311	311	5.69
==> registers in the layout (all words and copies together), names as in the netlist <==
signal / flops
permutation.internal_finish: 1
internal_data_in_ready: 1
internal_data_out_valid: 1
permutation.internal_core_free: 1
permutation.input_output_buffer: 384
permutation.round_constant_buffer: 5
==> per-stage QoR <==
stage               setup slack, ps  util (%)  cells
floorplan                     28210         -   2213
global placement              32700      41.0   2911
detailed placement            32690      41.0   2911
CTS                           33310      43.3   2993
global route                  33140      43.3   2993
finish                        33270      43.3   2995
==> per-layer routing <==
metal / GRT usage (%) / vias up
met5: 0 / -
met2: 41.0 / 594
met3: 12.6 / 125
met1: 36.7 / 7825
li1: - / 7190
met4: 8.84 / 4
==> worst register-to-register path, stage by stage, from the launching register on <==
cell and delay [ps]:
dfstp_4 580, inv_8 510, a211o_4 610, buf_12 610
buf_4 900, buf_4 650, buf_4 590
==> layout make-up <==
cell class | instances | area, sq um
antenna | 2 | 5.00
clock buffer | 74 | 1400
clock inverter | 8 | 41.3
fill | 5937 | 36700
inverter | 3 | 18.8
multi-input combinational | 1619 | 13300
sequential | 393 | 11800
tap | 855 | 1070
timing repair buffer | 41 | 380
